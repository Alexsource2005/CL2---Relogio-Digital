[config.mk]
export PLATFORM = sky130hd
export DESIGN_NAME = Relogio_digital
export DESIGN_NICKNAME = Relogio_digital
export VERILOG_FILES = /design/flow/design.v
export SDC_FILE = /design/flow/constraint.sdc
export NUM_CORES = 4
export LEC_CHECK = 1
export CORE_UTILIZATION = 50
[constraint.sdc]
current_design Relogio_digital

set clk_period 5.8
set clk_io_pct 0.2

create_clock -name clk0 -period $clk_period [get_ports {clock}]

set non_clock_inputs [all_inputs -no_clocks]
set_input_delay [expr $clk_period * $clk_io_pct] -clock clk0 $non_clock_inputs
set_output_delay [expr $clk_period * $clk_io_pct] -clock clk0 [all_outputs]
[design.v]
module Relogio_digital(
input logic clock,  
input logic reset,  
output logic [6:0] s_lsd,  
output logic [6:0] s_msd,  
output logic [6:0] m_lsd,  
output logic [6:0] m_msd,  
output logic [6:0] h_lsd,  
output logic [6:0] h_msd  
);
logic enable1hz;
logic incrementa_minuto, incrementa_hora;
logic [3:0] bcd_s_lsd, bcd_m_lsd, bcd_h_lsd;  
logic [2:0] bcd_s_msd, bcd_m_msd;  
logic [1:0] bcd_h_msd;  
enable_1hz divisor_clk (
	.enable_clock(clock),
	.enable_reset(reset),
	.enable_pulseout(enable1hz)
);
maq_s contador_segundos (
	.maqs_clock(clock),
	.maqs_reset(reset),
	.maqs_enable(enable1hz),  
	.maqs_incrementaminuto(incrementa_minuto),
	.maqs_lsd(bcd_s_lsd),
	.maqs_msd(bcd_s_msd)
);
maq_m contador_minutos(
	.maqm_clock(clock),
	.maqm_reset(reset),
	.maqm_enable(incrementa_minuto),  
	.maqm_incrementahora(incrementa_hora),
	.maqm_lsd(bcd_m_lsd),
	.maqm_msd(bcd_m_msd)
);
maq_h contador_horas (
	.maqh_clock(clock),
	.maqh_reset(reset),
	.maqh_enable(incrementa_hora),  
	.maqh_lsd(bcd_h_lsd),
	.maqh_msd(bcd_h_msd)
);
bcd_7seg display_s_lsd (.bcd_bcd_in(bcd_s_lsd), .bcd_display_out(s_lsd));
bcd_7seg display_s_msd (.bcd_bcd_in({1'b0, bcd_s_msd}), .bcd_display_out(s_msd));  
bcd_7seg display_m_lsd (.bcd_bcd_in(bcd_m_lsd), .bcd_display_out(m_lsd));
bcd_7seg display_m_msd (.bcd_bcd_in({1'b0, bcd_m_msd}), .bcd_display_out(m_msd));
bcd_7seg display_h_lsd (.bcd_bcd_in(bcd_h_lsd), .bcd_display_out(h_lsd));
bcd_7seg display_h_msd (.bcd_bcd_in({2'b00, bcd_h_msd}), .bcd_display_out(h_msd));  
endmodule
module bcd_7seg (
	input logic  [3:0] bcd_bcd_in,  
	output logic [6:0] bcd_display_out  
);
	always_comb begin
		case(bcd_bcd_in)
			4'd0: bcd_display_out = 7'b0111111;  
			4'd1: bcd_display_out = 7'b0000110;  
			4'd2: bcd_display_out = 7'b1011011;  
			4'd3: bcd_display_out = 7'b1001111;  
			4'd4: bcd_display_out = 7'b1100110;  
			4'd5: bcd_display_out = 7'b1101101;  
			4'd6: bcd_display_out = 7'b1111101;  
			4'd7: bcd_display_out = 7'b0000111;  
			4'd8: bcd_display_out = 7'b1111111;  
			4'd9: bcd_display_out = 7'b1101111;  
			default: bcd_display_out = 7'b0000000;  
		endcase
	end
endmodule
module enable_1hz(
	input logic enable_clock,  
	input logic enable_reset,
	output logic enable_pulseout  
);
	logic [25:0] contador;
	always_ff @(posedge enable_clock or posedge enable_reset) begin
		if(enable_reset) begin
			contador <= 26'd0;
		end else if (contador == 26'd4999999) begin
			contador <= 26'd0;  
		end else begin
			contador <= contador + 26'd1;
		end
	end
	assign enable_pulseout = (contador == 26'd4999999);
endmodule
module maq_h (
	input logic maqh_clock,
	input logic maqh_reset,
	input logic maqh_enable,  
	output logic [3:0] maqh_lsd,  
	output logic [1:0] maqh_msd  
);
always_ff @(posedge maqh_clock or posedge maqh_reset) begin
	if(maqh_reset) begin
		maqh_lsd <= 4'd0;
		maqh_msd <= 2'd0;
	end else if (maqh_enable) begin  
		if (maqh_msd == 2'd2 && maqh_lsd == 4'd3) begin
			maqh_lsd <= 4'd0;
			maqh_msd <= 2'd0;
		end else if (maqh_lsd == 4'd9) begin
			maqh_lsd <= 4'd0;
			maqh_msd <= maqh_msd + 2'd1;
		end else begin
			maqh_lsd <= maqh_lsd + 4'd1;
		end
	end
end
endmodule
module maq_m(
	input logic maqm_clock,
	input logic maqm_reset,
	input logic maqm_enable,  
	output logic maqm_incrementahora,  
	output logic [3:0] maqm_lsd,  
	output logic [2:0] maqm_msd  
);
always_ff @(posedge maqm_clock or posedge maqm_reset) begin
	if(maqm_reset) begin
		maqm_lsd <= 4'd0;
		maqm_msd <= 3'd0;
	end else if (maqm_enable) begin  
		if(maqm_lsd == 4'd9) begin
			maqm_lsd <= 4'd0;
			if(maqm_msd == 3'd5) begin
				maqm_msd <= 3'd0;
			end else begin
				maqm_msd <= maqm_msd + 3'd1;
			end
		end else begin
			maqm_lsd <= maqm_lsd + 4'd1;
		end
	end
end
assign maqm_incrementahora = (maqm_lsd == 4'd9) && (maqm_msd == 3'd5) && (maqm_enable);
endmodule
module maq_s (
	input logic maqs_clock,
	input logic maqs_reset,
	input logic maqs_enable,  
	output logic maqs_incrementaminuto,  
	output logic [3:0] maqs_lsd,  
	output logic [2:0] maqs_msd  
);
always_ff @(posedge maqs_clock or posedge maqs_reset) begin
	if(maqs_reset) begin
		maqs_lsd <= 4'd0;
		maqs_msd <= 3'd0;
	end else if (maqs_enable) begin  
		if(maqs_lsd == 4'd9) begin
			maqs_lsd <= 4'd0;
			if(maqs_msd == 3'd5) begin
				maqs_msd <= 3'd0;
			end else begin
				maqs_msd <= maqs_msd + 3'd1;
			end
		end else begin
			maqs_lsd <= maqs_lsd + 4'd1;
		end
	end
end 
assign maqs_incrementaminuto = (maqs_lsd == 4'd9) && (maqs_msd == 3'd5) && maqs_enable;
endmodule
[run.sh]
#!/bin/bash
# OpenROAD 26Q1-2900-gdf79404cd8, Yosys 0.63+post, stock flow scripts
make -C /OpenROAD-flow-scripts/flow DESIGN_CONFIG=/design/flow/config.mk WORK_HOME=/design/flow/orfs finish
==> Table 3: Implementation characteristics <==
Summary of implementation characteristics

Parameter                              Value

Placed design
  HPWL after detailed placement    4465 um
  GP Congestion    0.8277
  # port buffers    42
  Placement Cell Area    3779 sq um
  Placed cell count    464

Synthesis
  Post-synth top area share    0.3441
  Synth Cell Area    3346 sq um
  Main flop type after synthesis    dfrtp_1
  Chip area line of the yosys report    3346 sq um
  Async set-or-reset flop fraction in the synthesized netlist    1.000
  Post-synth tally of flip-flops with integrated enable    0
  Yosys stat cell total    362
  Number of synthesized register bits    46
  Post-Synthesis Mean Instance Area    9.242 sq um
  Yosys warns    5
  Distinct lib cells    52
  Largest cells by area after synthesis    dfrtp_1, ha_1, xnor2_1
  Synth Seq Share    0.3441
  Instance count of the mapped netlist    362
  Cell accounting for the most synthesized area    dfrtp_1

Cells and area
  Share of final-layout standard cells stronger than drive strength 1    0.05076
  FF+latch area    1151 sq um
  Combinational Area    1998 sq um
  Leading cell type in the layout, fill and taps excluded    dfrtp_1
  Post-route cell area    3855 sq um
  Most frequent logic cells in the routed design    dfrtp_1, clkdlybuf4s50_1, ha_1, nor2_1, inv_1
  Filler-free cell count of the finished design    471
  Layout filler cell count    560
  Signed area change from the synthesized netlist to the final layout    15.22%

Power and ir drop
  Power per cell area    132.8 nW/um^2
  Register share of total power    0.626
  Internal Power    404.6 uW
  Combinational Power Share    0.014
  Fraction of power spent switching nets    0.2094
  Net switching power figure    107.2 uW
  Leakage power total    0.001749 uW
  Tot Pwr    511.8 uW
  Clock group share of total power    0.360
  Max IR drop VDD    0.1110 mV

Clock tree
  Max clock buf depth    2
  Clock sinks    46
  CTS tree    built
  Clk Tree Root Cell    clkbuf_8
  Quantity of gates resized following cts    0
  Hold_buf cts    0
  Number of buffers added by the clock tree synthesis step    5
  Clk slew on worst S/H paths    0.08 ns
  Number of levels in the clock H-tree    2
  Latency at later pin    0.29 ns
  Total setup buffers inserted after CTS    0

Status
  Run status    finished clean

Final timing
  RSZ-0062 raised after global routing    false
  Final hold violations    0
  Minimum clock period    3.136 ns
  Fmax    0.3189 GHz
  Worst-case headroom to the max-slew limit    0.5358
  Post-route fraction of the period consumed by the critical path    0.5407
  Worst Max-Slew Pin Slew    0.6906 ns
  Total count of max-transition violations in the final report    0
  Total negative slack for setup checks    0 ns
  Final-report setup violation count    0
  Worst clock skew    0.004351 ns

Floorplanning
  Number of standard-cell rows in the floorplan    29
  Area of the die    7022 sq um
  Floorplan core area    6422 sq um
  Die Width    83.80 um
  Die span in y    83.80 um
  Initial core utilization    0.5209
  Io pins    44

GRT
  Vias in the first global route    2408
  Maximum number of pins on one net before global-route repair    47
  Global-route track usage on met3    0.02309
  Total grt overflow    0
  Global Route Usage Sum    0.1958
  Initial antenna violation count    0
  Most congested layer reported by global routing    met2
  Global routing usage on met1    0.3044
  First-pass GRT wire length    11000 um
  Met2 Use GR    0.3227

Detailed routing
  DR DRC count    0
  Vias after detailed routing    2548
  Average routed wire per standard cell    12.99 um
  Drt initial violations    138
  Count of nets left with antenna violations after detail routing    0
  Vias/cell    5.410
  Number of inserted diodes    0
  Iteration tally of the first detailed-router pass    22
  Detailed Route WL    6118 um

Run
  Number of warning messages in the logs    59
  Max Cap Viol    0

Setup path
  Sort of element at the start of the critical path    flop
  Cell with the most instances on the worst path    inv_1
  Worst Path Required    4.64 ns
  Type of the setup path with the least slack    flop to output pin
  Launch point of the worst path    contador_horas.maqh_lsd[1]
  Reg-to-reg startpoint    divisor_clk.contador[15]
  Crit Path Max Fanout    11
  Crit-path max cell delay    0.54 ns
  Chain of cells forming the critical path    inv_1 -> ha_1 -> inv_1 -> o21ai_0 -> clkdlybuf4s50_1
  CP Data Arrival Time    1.98 ns
  Nature of the critical path endpoint    output pin
  Critical-path cell with the highest stage delay    dfrtp_1
  Crit path max-delay family    buffers and inverters
  WP buf/inv    3

Hold path
  Worst hold start    divisor_clk.contador[0]
  Min-Delay Path Class    flop to flop
cells in the mapped netlist (3+ instances only):
| cell type | number |
|---|---|
| nor3_1 | 5 |
| a21oi_1 | 17 |
| clkbuf_1 | 6 |
| dfrtp_1 | 46 |
| nor2_1 | 33 |
| buf_2 | 6 |
| buf_4 | 4 |
| nor4b_2 | 3 |
| mux2i_1 | 10 |
| nand4_1 | 10 |
| nand3_1 | 16 |
| o21ai_0 | 22 |
| a31oi_1 | 3 |
| inv_1 | 28 |
| xnor2_1 | 17 |
| mux2_1 | 5 |
| nand2b_1 | 4 |
| xor2_1 | 6 |
| mux2_2 | 3 |
| o22ai_1 | 3 |
| ha_1 | 39 |
| nand2_1 | 19 |
| nor4_1 | 5 |
| and3b_1 | 3 |
| and2_1 | 5 |
| and3_1 | 7 |
| and4_1 | 6 |
| o31ai_1 | 3 |
per-layer routing:
layer / up-vias / routed length [um]
met5: - / 0
met3: 4 / 165
met1: 1172 / 3137
met2: 38 / 2782
met4: 0 / 32
li1: 1334 / -
layout make-up:
type,count,share of cell area
multi-input cells,270,0.5183
clock buffers,7,0.01980
well taps,77,0.02499
inverters,28,0.02726
flip-flops and latches,46,0.2986
repair buffers,43,0.1110
sequential cells by signal, indices dropped and copies added, names as in the netlist:
register                    cells
contador_segundos.maqs_msd      3
divisor_clk.contador           26
contador_minutos.maqm_lsd       4
contador_horas.maqh_lsd         4
contador_minutos.maqm_msd       3
contador_segundos.maqs_lsd      4
contador_horas.maqh_msd         2
power by group through the flow:
stage	Clock (uW)	Sequential [uW]	Combinational, uW
CTS	191	320	8.05
global route	206	320	9.13
finish	184	320	7.39
final timing paths:
kind	to	slack (ns)	cells past startpoint
max in group asynchronous	contador_segundos.maqs_lsd[1]	4.06	3
setup reg to reg	contador_horas.maqh_lsd[1]	3.36	4
hold reg to reg	divisor_clk.contador[0]	0.50	1
min in group asynchronous	contador_minutos.maqm_lsd[3]	1.32	3
hold / removal	divisor_clk.contador[0]	0.50	1
setup / recovery	h_lsd[3]	2.66	5
metrics by stage:
step	util	setup WS, ns	hold slack, ns
floorplan	-	3.552	0.4664
global placement	0.5884	2.989	0.4939
detailed placement	0.5884	2.975	0.4959
CTS	0.6002	2.635	0.5066
global route	0.6002	2.487	0.5319
finish	0.6002	2.664	0.5040
kinds of logic (layout without fill, tap and decap cells):
family | count (synthesis) | count (layout) | share of synthesized area
AND/OR/NAND/NOR | 126 | 126 | 0.2199
AND-OR/OR-AND | 63 | 63 | 0.1133
flip-flops | 46 | 46 | 0.3441
multiplexers | 18 | 18 | 0.05684
XOR/XNOR | 23 | 23 | 0.06021
buffers and inverters | 46 | 78 | 0.05871
adder cells (fa/ha/maj) | 39 | 39 | 0.1458
other | 1 | 1 | 0.001121
Power figures rest on the tool's default switching activity, not on a simulated workload.
